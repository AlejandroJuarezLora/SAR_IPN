==> /design/flow/design.v <==
`timescale 1ns/10ps
module sarlogic(
    input           clk,
    input           rstn,
    input           en,
    input           comp,
    input           cal,
    output          valid,
    output  [7:0]   result,
    output  		sample,
    output  [7:0]   ctlp,
    output  [7:0]   ctln,
    output  [4:0]   trim,
    output  [4:0]   trimb,
    output          clkc);
    reg             calibrate;
    reg     [2:0]   state;
    reg     [7:0]   mask;
    reg     [4:0]   trim_mask;
    reg     [7:0]   result;
    reg     [4:0]   trim_val;
    reg             sample;
    reg             co_clk;
    reg             en_co_clk;
    reg     [3:0]   cal_count;
    reg     [3:0]   cal_itt;
    parameter sInit=0, sWait=1, sSample=2, sConv=3, sDone=4, sCal=5;
    initial begin
        state <= sInit;
        mask <= 0;
        trim_mask <= 0;
        result <= 0;
        co_clk <= 0;
        en_co_clk <= 0;
        cal_itt <= 0;
        cal_count <= 7;
        trim_val <= 0;
        calibrate <= 0;
    end
    always @(clk) begin
        clkc <= (~clk & en_co_clk);
    end
    always @(posedge clk or negedge rstn) begin
        if (!rstn) begin
            state <= sInit;
            mask <= 0;
            trim_mask <= 0;
            result <= 0;
            co_clk <= 0;
            en_co_clk <= 0;
            cal_itt <= 0;
            cal_count <= 7;
            trim_val <= 0;
            calibrate <= 0;
        end
        else begin
            case (state)
                sInit : begin
                    trim_val <= 5'b10000;
                    state <= sWait;
                end
                sWait : begin
                    if(en) begin
                        result <= 0;
                        cal_itt <= 0;
                        cal_count <= 7;
                        state <= sSample;
                        calibrate <= cal;
		    		    mask <= 8'b10000000;
                        en_co_clk <= 1;
                    end
                    else state <= sWait;
                end
		    	sSample : begin
                    if (calibrate) begin
                        state <= sCal;
                        trim_val <= 5'b00000;
		    		    trim_mask <= 5'b10000;
                    end
                    else begin
                        state <= sConv;
                    end
		    	end
                sConv : begin
                	if (comp) result  <= result | mask;
                    mask <= mask >> 1;                
                    if (mask[0]) begin
                        state <= sDone;
                        en_co_clk <=0;
                    end
                end
                sCal: begin
                    if(cal_itt == 7) begin
                        if (cal_count > 7) begin
                            trim_val <= trim_val | trim_mask;
                        end
                        trim_mask <= trim_mask >> 1;
                        if (trim_mask[0]) begin
                            state <= sDone;
                            en_co_clk <=0;
                            calibrate <= 0;
                        end else begin
                            cal_itt = 0;
                            state <= sCal;
                        end 
                        cal_count <= 7;
                    end else begin
                        if (comp) begin
                            cal_count <= cal_count - 1;
                        end else begin
		    				cal_count <= cal_count + 1;
                        end
                        cal_itt <= cal_itt + 1;
                    end 
                end
                sDone : begin
                    state <= sWait;
                end
            endcase
        end
    end
    assign trim   = (trim_val | trim_mask );
    assign trimb  = ~(trim_val | trim_mask);
    assign sample = (state==sSample) || (state==sCal);
    assign valid  = state==sDone;
	assign ctlp   = result | mask;
	assign ctln   = ~(result | mask);
endmodule
==> /design/flow/run.sh <==
#!/bin/bash
# OpenROAD 26Q1-2900-gdf79404cd8, Yosys 0.63+post, stock flow scripts
make -C /OpenROAD-flow-scripts/flow DESIGN_CONFIG=/design/flow/config.mk WORK_HOME=/design/flow/orfs finish
==> /design/flow/config.mk <==
export PLATFORM = sky130hd
export DESIGN_NAME = sarlogic
export DESIGN_NICKNAME = sarlogic
export VERILOG_FILES = /design/flow/design.v
export SDC_FILE = /design/flow/constraint.sdc
export NUM_CORES = 4
export LEC_CHECK = 1
export CORE_UTILIZATION = 30
==> /design/flow/constraint.sdc <==
current_design sarlogic

set clk_period 2.6
set clk_io_pct 0.2

create_clock -name clk0 -period $clk_period [get_ports {clk}]

set non_clock_inputs [all_inputs -no_clocks]
set_input_delay [expr $clk_period * $clk_io_pct] -clock clk0 $non_clock_inputs
set_output_delay [expr $clk_period * $clk_io_pct] -clock clk0 [all_outputs]
==> CHANGELOG.md <==
### Implementation results

* Outcome: complete, no violations
* Core Area at approximately 6300 um2
* Final RePlAce weighted congestion at 0.817
* Detailed placement HPWL at ~2800 um
* F_max at a little over 0.4 GHz
* Critical path endpoint category: primary output
* Tot GR Track Use at 0.126
* Final global-route overflow total at 0
* Busiest layer in global routing: met1
* Area grow syn2layout at 34.6%
* Dpl cells at 323
* # Cells Yosys at 207
* Net Sw Frac at 0.277
* Required @ worst endpoint at ~2100 ps
* Number of top-level pins at 42
* Worst rel slew slack at 0.509
* Overall routed net length at roughly 4000 um
* CP peak stage delay at 450 ps
* CP Cell Sequence: nor2_1 -> nand2_1 -> nand2_1 -> clkdlybuf4s50_1
* Yosys reg bits at 39
* Clk latency late pin at roughly 400 ps
* Inserted Diodes at 0
* Final Max Tran Viols at 0
* DR DRC count at 0
* Worst-margin pin slew at about 740 ps
* Vias at about 1600
* Final hold slack at 176 ps
* Die height at 83.3 um
* RR Startpoint: state[2]
* Post-Syn Area at 1980 um2
* Largest net degree at the start of global routing at 34
* Ys Warns at 3
* Worst hold path class: input pin to async pin
* Clk pwr share at 0.365
* R2R cell count at 5
* Final Non-Filler Cells at 334
* Die ar. at ~7000 um2
* Worst-path clk slew at about 80 ps
* Max Cap Viol at 0
* Combinational power share at 0.276
* Psw at 581 uW
* Worst clock skew at around 11 ps
* Post-CTS Hold Buffers at 0
* Critical Path Start Type: flip-flop
* Synth cell types at 41
* Drt pass-1 iters at 5
* RSZ-0062 raised after global routing: false
* Dominant logic cell types in the final layout: clkdlybuf4s50_1, dfrtp_1, inv_1, nor2_1, a21oi_1
* Antenna-violating nets left at 0
* Iteration-0 DRC count of the detailed router at 106
* Avg Synthesized Cell Area at 9.57 um2
* Power Density at 787 nW/um2
* R2R Path End: trim_mask[3]
* Crit Path Max Fanout at 4
* Routed WL per cell at 11.9 um
* Port Buffers at roughly 41
* Flop pwr share at 0.359
* Maximum VDD drop at between 300 and 400 uV
* Critical-path top delay cell: clkdlybuf4s50_1
* First-pass GRT wire length at 6930 um
* YS chip area at 1980 um2
* Pint at 1.52 mW
* Final period util at 0.930
* Initial antenna violation count at 0
* FP Util at 0.312
* Endpoints failing setup at 0
* Vias in the first global route at roughly 1500
* Most used cell, CP: nand2_1
* Worst Setup EP: sample
* Layout cells sized above 1 at 0.148
* Worst setup path startpoint: state[0]
* Hold Fails Final Rpt at 0
* Via-to-Cell Ratio at 4.75
* Met3 Track Usage GR at 0.0272
* Lkg Pwr at 1.23 nW
* Core Rows at 29
* Post-synthesis cell count at 207
* Crit path DAT at 1900 ps
* Post-route setup TNS at 0 ps
* GR Util met2 at 0.185
* CTS tree: yes
* Commonest Layout Cell: clkdlybuf4s50_1
* # fillers at 601
* Tool warnings at 27
* Met1 usage at 0.197
* Crit path time final at 2420 ps
* CP Class: flip-flop to primary output
* Synth Seq Share at 0.495
* Die width at 83.3 um
* Flop2flop setup slack at between 600 and 700 ps
power by group through the flow:
stage,Combinational (mW),Clock [mW],Sequential [mW]
6_report,0.579,0.765,0.754
5_1_grt,0.656,0.816,0.769
4_1_cts,0.589,0.786,0.755
layout make-up:
type	count	area, um2	area share
clock inverters	3	71.3	0.0267
clock buffers	9	119	0.0446
inverters	26	97.6	0.0366
flip-flops and latches	39	980	0.367
repair buffers	47	448	0.168
multi-input cells	133	855	0.321
well taps	77	96.3	0.0361
cell families (layout without fill, tap and decap cells):
logic type               Yosys count  count (layout)  synth area share
AND/OR/NAND/NOR                   67              67             0.179
buffers and inverters             35              85            0.0777
XOR/XNOR                           3               3            0.0133
AND-OR/OR-AND                     57              57             0.196
flip-flops                        39              39             0.495
adder cells (fa/ha/maj)            4               4            0.0291
multiplexers                       2               2            0.0101
worst max-delay path: cells and delay by family, from the launching register on:
family,cells,cell delay (ps)
and+or+nand+nor,3,640
buffers and inverters,1,450
DFF,1,410
how the worst min path moves through the flow:
| stage | start | slack, ps | to | cells past startpoint |
|---|---|---|---|---|
| finish | rstn | 180 | mask[7] | 1 |
| global route | rstn | 230 | mask[6] | 1 |
| CTS | rstn | 200 | result[4] | 1 |
routing by layer:
| layer | wire (um) | part of all wire | up-vias |
|---|---|---|---|
| met5 | 0 | 0 | - |
| met4 | 63 | 0.016 | 0 |
| met3 | 138 | 0.035 | 6 |
| met2 | 1860 | 0.47 | 28 |
| met1 | 1920 | 0.48 | 746 |
| li1 | - | - | 807 |
metrics by stage:
step                setup slack [ps]   util  cell area [um2]  power (mW)
floorplan                        732      -             1980        1.10
global placement                 250  0.390             2480        1.37
detailed placement               250  0.390             2480        1.37
CTS                              180  0.420             2670        2.13
global route                    95.9  0.420             2670        2.24
finish                           183  0.420             2670        2.10
flip-flops by register name, indices dropped and copies added (netlist names):
register,flops
calibrate,1
trim_val,5
result,8
state,3
cal_count,4
cal_itt,4
trim_mask,5
en_co_clk,1
mask,8
what timing repair did:
item,in CTS,in global routing
resized,3,0
endpoints found under the setup margin,1,0
endpoints found under the hold margin,0,0
buffers inserted,0,0
cell usage after synthesis:
cell type,number,area (um2)
dfrtp_1,36,901
inv_1,26,97.6
nor2_1,17,63.8
a21oi_1,14,70.1
nand2_1,12,45.0
or2_2,12,75.1
a22o_1,8,70.1
a31oi_1,8,50.1
o21ai_0,8,40.0
nand3_1,7,35.0
o21ai_1,4,20.0
a21o_1,3,22.5
buf_2,3,15.0
clkbuf_1,3,11.3
dfstp_2,3,78.8
ha_1,3,37.5
nor2b_1,3,18.8
nor3_1,3,15.0
a22oi_1,2,15.0
and2_1,2,12.5
and3b_1,2,17.5
buf_6,2,22.5
mux2i_1,2,20.0
nand2b_1,2,12.5
nand3b_1,2,15.0
nor3b_1,2,15.0
o21a_1,2,15.0
o22ai_1,2,12.5
xnor2_1,2,17.5
a211oi_1,1,7.51
a21boi_1,1,7.51
a21boi_2,1,11.3
a32oi_4,1,27.5
a41o_1,1,10.0
buf_4,1,7.51
fa_1,1,20.0
nand2_4,1,11.3
o2bb2ai_1,1,8.76
or4_1,1,7.51
or4bb_1,1,11.3
xor2_1,1,8.76
Power is estimated from default activity; no workload was simulated.
